===== ./config.mk =====
export PLATFORM = sky130hd
export DESIGN_NAME = VGA
export DESIGN_NICKNAME = VGA
export VERILOG_FILES = /design/flow/design.v
export SDC_FILE = /design/flow/constraint.sdc
export NUM_CORES = 4
export LEC_CHECK = 1
export CORE_UTILIZATION = 30

===== ./constraint.sdc =====
current_design VGA

set clk_period 2.4
set clk_io_pct 0.2

create_clock -name clk0 -period $clk_period [get_ports {vga_clk}]

set non_clock_inputs [all_inputs -no_clocks]
set_input_delay [expr $clk_period * $clk_io_pct] -clock clk0 $non_clock_inputs
set_output_delay [expr $clk_period * $clk_io_pct] -clock clk0 [all_outputs]

===== ./design.v =====
`timescale 1ns / 1ps
module VGA(vga_clk,clrn,d_in,row_addr,col_addr,rdn,r,g,b,hs,vs);  
   input     [11:0] d_in;      
   input            vga_clk;   
   input            clrn;
   output reg [8:0] row_addr;  
   output reg [9:0] col_addr;  
   output reg [3:0] r,g,b;  
   output reg       rdn;       
   output reg       hs,vs;     
   reg [9:0] h_count;  
   always @ (posedge vga_clk) begin
       if (!clrn) begin
           h_count <= 10'h0;
       end else if (h_count == 10'd799) begin
           h_count <= 10'h0;
       end else begin 
           h_count <= h_count + 10'h1;
       end
   end
   reg [9:0] v_count;  
   always @ (posedge vga_clk or negedge clrn) begin
       if (!clrn) begin
           v_count <= 10'h0;
       end else if (h_count == 10'd799) begin
           if (v_count == 10'd524) begin
               v_count <= 10'h0;
           end else begin
               v_count <= v_count + 10'h1;
           end
       end
   end
    wire  [9:0] row    =  v_count - 10'd35;      
    wire  [9:0] col    =  h_count - 10'd143;     
    wire        h_sync = (h_count > 10'd95);     
    wire        v_sync = (v_count > 10'd1);      
    wire        read   = (h_count > 10'd142) &&  
                         (h_count < 10'd783) &&  
                         (v_count > 10'd34)  &&  
                         (v_count < 10'd515);    
    always @ (posedge vga_clk) begin
        row_addr <=  row[8:0];  
        col_addr <=  col;       
        rdn      <= ~read;      
        hs       <=  h_sync;    
        vs       <=  v_sync;    
        r        <=  rdn ? 4'h0 : d_in[3:0];  
        g        <=  rdn ? 4'h0 : d_in[7:4];  
        b        <=  rdn ? 4'h0 : d_in[11:8];  
    end
endmodule

===== ./run.sh =====
#!/bin/bash
# OpenROAD 26Q1-2900-gdf79404cd8, Yosys 0.63+post, stock flow scripts
make -C /OpenROAD-flow-scripts/flow DESIGN_CONFIG=/design/flow/config.mk WORK_HOME=/design/flow/orfs finish

==> run summary <==
Clock slew seen by the registers of the worst setup and hold paths - 0.09 ns
Post-cts sizing count - 0
Chip width - 85.9 microns
Count of flip-flops with a built-in enable after synthesis - 0
Routed wire length - 3900 microns
Iteration count of the initial detailed-routing pass - 4
Setup repair after global routing missed its margin - false
Syn Inst Count - 197
Number of global-route vias before repair - 1333
Number of buffers added to fix hold violations after cts - 0
Later-pin clock latency in the skew report - 0.30 ns
Root cell of the clock tree - sky130_fd_sc_hd__clkbuf_8
Compound-cell area share of the yosys netlist - 7.94%
Maximum resistive drop on vdd - 0.000197 V
Leak - 1.09 nW
Number of distinct standard cells referenced by the synthesized netlist - 44
Num ports - 48
Netlist area before placement - 2110 sq um
Fa+ha+maj area frac - 4.15%
Startpoint Class - flop
Cells taking the most area after synthesis - sky130_fd_sc_hd__dfxtp_1 42%, sky130_fd_sc_hd__dfrtp_1 12%, sky130_fd_sc_hd__xor2_1 6.2%
Xor-xnor portion of the synthesized cell area - 9.13%
Area of the core - 6790 sq um
Number of hold violations in the final report - 0
Global-route wire length before repair - 6440 microns
Slack of the worst reg-to-reg path - 0.36 ns
Vias/cell - 4.48
Post-route fraction of the period consumed by the critical path - 84.8%
Antenna Violating Nets Remaining - 0
Power share of the clock group - 35.0%
Simple-Gate Area Share - 18.9%
Layout Skew - 0.00714 ns
Switching portion of total power - 20.7%
CTS HTree Levels - 2
DRC viols - 0
Internal portion of total power - 1.18 mW
Power Dens Cells - 547 nW/um^2
Highest clock rate - 491 MHz
Critical Setup Path Class - flop to flop
Library cell with the largest summed area after synthesis - sky130_fd_sc_hd__dfxtp_1
Routability congestion estimate from global placement - 0.822
Non-Filler Instances - 333
Antenna violations before repair - 0
Slew HR - 65.1%
Worst-case clock buffer depth - 2
Endpoint kind of the worst setup timing path - flop
Initial core utilization - 31.1%
Buffers inserted during post-CTS setup optimization - 0
Number of core rows - 30
Logic family by area - simple AND/OR/NAND/NOR gates
Cell family with most CP delay - simple AND/OR/NAND/NOR gates
Total area of multi-input combinational cells - 880 sq um
Via Count - 1491
Shortest clock period the worst path allows after layout - 2.04 ns
MUX share of area - 1.54%
Diodes inserted - 0
Port bufs - 47
Ys cells - 197
Post-DP HPWL - 2610 microns
Hold Crit Class - flop to flop
Final hold slack - 0.462 ns
Cell area after layout - 2720 sq um
DP Cell Count - 325
Worst Setup Slack, final - 0.364 ns
Layout overhead on the synthesized area - 28.7%
Final number of max-transition violations - 0
Layout fillers - 683
Synth flops - 54
Avg Synthesized Cell Area - 10.7 sq um
Routed length per placed instance - 11.7 microns
Fraction of layout instances using a drive strength above 1 - 7.17%
Yosys warning count - 1
Slowest cell on the critical path - sky130_fd_sc_hd__nand4_1
Total negative slack for setup checks - 0 ns
Worst path cell trace - ha_1, and3_1, nand4_1, nor2_1, mux2_2
Run status - finished clean
Slew @ Worst Pin - 0.517 ns
Switching power - 0.308 mW
Total die size - 7380 sq um
Delay of the slowest cell on the worst path - 0.42 ns
Max-area cell share - 41.7%
Part of the total power dissipated in sequential elements - 61.6%
# setup viols final - 0
Sequential Area - 1130 sq um
Critical path data required time - 2.60 ns
Total GRT Usage - 11.1%
Number of max-cap violations - 0
Die height - 85.9 microns
Clock buffer count from CTS - 5
Violation count after the first detailed-route iteration - 114
Sequential area share after synthesis - 53.6%
Chip area estimate from yosys synthesis - 2110 sq um
Count of clock tree sinks - 54
Most frequent cells after synthesis - 44 x sky130_fd_sc_hd__dfxtp_1, 15 x sky130_fd_sc_hd__xor2_1, 13 x sky130_fd_sc_hd__nor2b_1
Top fanout value on the critical path - 11
Combinational fraction of design power - 3.4%
Setup Slack @ Placement - 0.383 ns
Share of flip-flops with an asynchronous set or reset - 18.5%
Largest net degree at the start of global routing - 17
Placement Cell Area - 2620 sq um
Arrival time of data at the critical path endpoint - 2.23 ns
Dominant synthesized flop cell - sky130_fd_sc_hd__dfxtp_1
Remaining global-route overflow - 0
Number of OpenROAD warnings - 30
Number of buffers and inverters on the critical path - 0
Synth top cell by count - sky130_fd_sc_hd__dfxtp_1
Clock tree from TritonCTS - yes
[path summary, 6_finish.rpt]
path / from / endpoint / cells past startpoint
max: h_count[1] / v_count[4] / 5
min: h_count[0] / col_addr[0] / 1
max reg2reg: h_count[1] / v_count[4] / 5
min reg2reg: h_count[0] / col_addr[0] / 1
max in group asynchronous: clrn / v_count[4] / 2
min in group asynchronous: clrn / v_count[5] / 2
[area by class of cell]
type / instances / area share, %
clock inverter: 2 / 0.414
clock buffer: 6 / 3.04
multi-input combinational: 123 / 32.4
tap: 96 / 4.42
sequential: 54 / 41.6
timing repair buffer: 48 / 17.6
inverter: 4 / 0.552
[kinds of logic (layout without fill, tap and decap cells)]
kind of cell,count (synthesis),after routing
compound gates,24,24
xor+xnor,22,22
fa+ha+maj,7,7
buf+inv,20,60
flops,54,54
mux,3,3
simple gates,67,67
[registers in the layout, summed over array words and instances (netlist names)]
| register | flops |
|---|---|
| b | 4 |
| g | 4 |
| rdn | 1 |
| v_count | 10 |
| r | 4 |
| col_addr | 10 |
| row_addr | 9 |
| h_count | 10 |
| hs | 1 |
| vs | 1 |
[power by group through the flow]
stage | Clock, mW | Combinational [mW] | Sequential [mW]
CTS | 0.545 | 0.0523 | 0.915
global route | 0.580 | 0.0551 | 0.917
finish | 0.520 | 0.0510 | 0.915
[layout by cell type (no fill, tap or decap), drive strengths merged, types with 6 or more instances in the layout]
cell / count
clkdlybuf4s50: 47
dfxtp: 44
xor2: 15
nor2b: 13
nor2: 11
dfrtp: 10
nand2: 8
xnor2: 7
nor3: 7
nand4: 7
ha: 7
clkbuf: 6
[through the flow]
| step | util [%] | power (mW) |
|---|---|---|
| 6_report | 40.0 | 1.49 |
| 5_1_grt | 40.0 | 1.55 |
| 4_1_cts | 40.0 | 1.51 |
| 3_5_place_dp | 38.6 | 0.987 |
| 3_3_place_gp | 38.6 | 0.987 |
| 2_1_floorplan | - | 0.945 |
[per-layer routing]
metal	GRT usage, %	up-vias	wire (microns)
li1	-	751	-
met1	18.8	681	1950
met2	15.0	53	1640
met3	3.03	6	256
met4	1.21	0	57
met5	0	-	0
No activity file was given, so power comes from the tool's default toggle rates.

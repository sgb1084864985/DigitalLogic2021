==> /design/flow/design.v <==
`timescale 1ns / 1ps
module My74LS161(
	input CTP,
	input CTT,
	input CR,
	input CP,
	input load,
	input [3:0] P,
	output CO,
	output [3:0] Q
    );
	wire [3:0] D;
	reg [3:0] mid;
	assign CO = (&Q)&CTT;
	assign D = (!load)?P:
				  (CTP&CTT)?(Q+4'b0001):Q;
	assign Q=CR?mid:4'b0000;
	initial mid=4'b0000;
	always @(posedge CP)begin
		mid <= D;
	end
endmodule
`timescale 1ns / 1ps
module clock_10(
	input CP,
	input CTP,
	input CTT,
	input clear,
	output CO,
	output [3:0] Q
);
	wire CR;
	My74LS161 m0 (CTP,CTT,1'b1,CP,CR,4'b0000,trash,Q);
	assign CR = !(CO)&clear;
	assign CO=(Q[0]&Q[3])&CTT;
endmodule
`timescale 1ns / 1ps
module getscore(
    input [1:0]scene,
	 input work_clk, 
    output [15:0] score
);
    wire [3:0] C;
	 wire clear;
	 assign clear=|scene; 
    clock_10 m3(work_clk,C[2],C[2],clear,C[3],score[15:12]);
    clock_10 m2(work_clk,C[1],C[1],clear,C[2],score[11:8]);
    clock_10 m1(work_clk,C[0],C[0],clear,C[1],score[7:4]);
    clock_10 m0(work_clk,scene[0],scene[0],clear,C[0],score[3:0]);
endmodule
==> /design/flow/run.sh <==
#!/bin/bash
# OpenROAD 26Q1-2900-gdf79404cd8, Yosys 0.63+post, stock flow scripts
make -C /OpenROAD-flow-scripts/flow DESIGN_CONFIG=/design/flow/config.mk WORK_HOME=/design/flow/orfs finish
==> /design/flow/config.mk <==
export PLATFORM = sky130hd
export DESIGN_NAME = getscore
export DESIGN_NICKNAME = getscore
export VERILOG_FILES = /design/flow/design.v
export SDC_FILE = /design/flow/constraint.sdc
export NUM_CORES = 4
export LEC_CHECK = 1
export CORE_AREA = 10 10 78 78
export DIE_AREA = 0 0 88 88
==> /design/flow/constraint.sdc <==
current_design getscore

set clk_period 1.8
set clk_io_pct 0.2

create_clock -name clk0 -period $clk_period [get_ports {work_clk}]

set non_clock_inputs [all_inputs -no_clocks]
set_input_delay [expr $clk_period * $clk_io_pct] -clock clk0 $non_clock_inputs
set_output_delay [expr $clk_period * $clk_io_pct] -clock clk0 [all_outputs]
==> PnR_summary.wiki <==
=== Synthesis and place and route ===
{| class="wikitable"
! Metric !! Value
|-
| Proportion of synthesized chip area in sequential cells || 0.403
|-
| Top cell type's share of synthesized area || 0.403
|-
| Result of the run || finished, final reports clean
|-
| CORE AREA || 4410 sq um
|-
| Setup repair after global routing missed its margin || no
|-
| Critical Path End Type || output pin
|-
| Category of the most critical setup path || register to output pin
|-
| Highest Clock Rate || 0.599 GHz
|-
| Chip Footprint || 7740 sq um
|-
| Number of detailed-route iterations in the first pass || 4
|-
| Power spent charging and discharging nets || 204 uW
|-
| Total of warnings raised by yosys || 2
|-
| CP max-delay cell || clkdlybuf4s50_1
|-
| Routability congestion estimate || 0.824
|-
| Count of nets left with antenna violations after detail routing || 0
|-
| Count of clock tree sinks || 16
|-
| Length of routed wiring on met1 || 927 microns
|-
| Yosys xor share || 0.0331
|-
| Clk latency late pin || 0.25 ns
|-
| Part of the total power dissipated in the clock network || 0.339
|-
| PwrDens || 755 nW/um^2
|-
| Residual DRC || 0
|-
| Library cell with the largest summed area after synthesis || dfxtp_1
|-
| WL/cell || 12.2 microns
|-
| Post-synth design cell area || 795 sq um
|-
| Sw frac || 0.251
|-
| FF+latch count, synth || 16
|-
| Worst reg-to-reg setup slack || 0.38 ns
|-
| CP Launch Type || register
|-
| Port buffer count || 18
|-
| Data arrival time at the worst-slack endpoint || 1.31 ns
|-
| Most common logic cell in the routed design || clkdlybuf4s50_1
|-
| WL met2 || 786 microns
|-
| Multi-input gate area in the final layout || 438 sq um
|-
| Die extent in y || 88 microns
|-
| GRT Residual Overflow || 0
|-
| Crit path required time || 1.44 ns
|-
| H-tree lvl count || 1
|-
| Growth of design area from synthesis to finish || 35.3%
|-
| Slew of the pin with the lowest slew margin || 0.334 ns
|-
| Cells along the critical path || clkdlybuf4s50_1
|-
| Fraction of final layout cells with drive strength greater than 1 || 0.113
|-
| Number of synthesized flops with an enable pin || 0
|-
| Average cell area after synthesis || 9.24 sq um
|-
| Number of logged tool warnings || 25
|-
| Worst vdd ir || 0.241 mV
|-
| Total cell area reported by yosys after synthesis || 795 sq um
|-
| Start point of the worst min-delay path || m3.m0.mid[3]
|-
| Unique cell type count in the Yosys netlist || 31
|-
| Total wire length || 1930 microns
|-
| Inserted Diodes || 0
|-
| Number of pins exceeding their max-slew limit in the final report || 0
|-
| Power Internal || 608 uW
|-
| Setup total negative slack || 0 ns
|-
| Post-DP HPWL || 1430 microns
|-
| Final Hold Viols || 0
|-
| Largest delay share family, worst path || buffers and inverters
|-
| Core utilization before placement || 0.180
|-
| RR Startpoint || m0.m0.mid[0]
|-
| Combinational power share || 0.141
|-
| Count of maximum capacitance violations || 0
|-
| Final worst clock skew || 0.00531 ns
|-
| Proportion of synthesized flip-flops having asynchronous set or reset || 0
|-
| Row Count || 24
|-
| Worst-path clk slew || 0.07 ns
|-
| Path type of the worst min-delay path || register to register
|-
| Register area || 320 sq um
|-
| Via count normalized by instance count || 4.35
|-
| Inserted Clock Buffers || 3
|-
| Yosys stat cell total || 86
|-
| Clock root buffer || clkbuf_8
|-
| Quantity of hold-fixing buffers added after cts || 0
|-
| Post-route core utilization || 0.243
|-
| Maximum fanout along the worst path || 9
|-
| Violation tally from detailed-route iteration zero || 61
|-
| R2r worst-path depth || 3
|-
| Fraction of the cycle the final worst path needs || 0.928
|-
| Synth logic family || simple AND/OR/NAND/NOR gates
|-
| Met3 wire length || 203 microns
|-
| Fa+ha+maj area frac || 0.0630
|-
| Dominant cells by area after synthesis || dfxtp_1 (40%), a21oi_1 (6.9%), ha_1 (6.3%), mux2i_1 (3.8%), nand3b_1 (3.8%)
|-
| Worst flop-to-flop path endpoint || m3.m0.mid[0]
|-
| Buffering stage count on the worst path with inverters included || 1
|-
| Overall via count from detail_route || 687
|-
| Overall routing resource usage || 0.0519
|-
| P_leak || 0.000385 uW
|-
| Endpoints failing setup || 0
|-
| Mux frac, synth || 0.0520
|-
| Capture endpoint of the worst hold path || m3.m0.mid[3]
|-
| Die extent in x || 88 microns
|-
| Antenna violations before repair || 0
|-
| Number of global-route vias before repair || 653
|-
| Top layer reached by signal wires || met4
|-
| Final-layout fill cell count || 469
|-
| Setup fix buffers added after clock tree synthesis || 0
|-
| Post-Syn Instances || 86
|-
| CTS tree || yes
|-
| Worst hold path cell count || 2
|-
| Slowest cell delay on critical path || 0.54 ns
|-
| Top FF cell, synth || dfxtp_1
|-
| Final critical path time including I/O delays and setup || 1.67 ns
|-
| Maximum number of pins on one net before global-route repair || 14
|-
| Maximum clock path buffer count || 2
|-
| Basic-gate share of the synthesized area counting and, or, nand and nor cells || 0.247
|-
| Remaining max-slew budget at the tightest pin || 0.777
|-
| First-pass GRT wire length || 3250 microns
|-
| Compound-cell area share of the yosys netlist || 0.156
|-
| Top library cells by usage in the layout, fill and taps aside || clkdlybuf4s50_1 (18), dfxtp_1 (16), a21oi_1 (11)
|-
| Number of cells upsized or downsized after cts || 0
|-
| Top Ports || 19
|-
| Sequential share of power || 0.520
|}
-- cells by family after synthesis --
group,Yosys count
compound gates,20
fa+ha+maj,4
buf+inv,6
xor+xnor,3
mux,4
simple gates,33
flops,16
-- through the flow --
stage / std cells / total power, uW / cell area, sq um / hold slack, ns / setup WS, ns
finish: 158 / 811 / 1070 / 0.514 / 0.130
CTS: 158 / 821 / 1070 / 0.513 / 0.117
floorplan: 86 / 470 / 795 / 0.460 / 0.627
global route: 158 / 861 / 1070 / 0.537 / 0.0802
detailed placement: 155 / 547 / 1030 / 0.504 / 0.0606
global placement: 155 / 543 / 1030 / 0.483 / 0.0893
-- cell usage after synthesis (2+ instances only) --
library cell,number
nor2_1,3
nand3_1,3
nand4b_1,2
o21ai_0,4
ha_1,4
dfxtp_1,16
buf_2,2
nand2_1,7
nor3_1,2
nand4_1,4
mux2i_1,3
o31ai_1,2
a21oi_1,11
nand3b_1,4
xor2_1,2
or3_1,2
-- layout make-up --
class,instances,share of cell area
tap,52,0.0605
multi-input combinational,64,0.407
inverter,2,0.00698
timing repair buffer,21,0.189
sequential,16,0.298
clock buffer,3,0.0384
-- worst max-delay path by stage --
stage | start | to | depth (start not counted)
CTS | m0.m0.mid[0] | score[0] | 1
finish | m0.m0.mid[0] | score[0] | 1
global route | m0.m0.mid[0] | score[0] | 1
-- routing by layer --
metal | global-route usage | vias up
li1 | - | 360
met1 | 0.0693 | 307
met2 | 0.0728 | 18
met3 | 0.0299 | 2
met4 | 0.00725 | 0
met5 | 0 | -
-- power groups by stage --
| stage | registers, uW | logic (uW) | clock network, uW |
|---|---|---|---|
| after CTS | 422 | 118 | 281 |
| after global routing | 426 | 130 | 305 |
| final | 422 | 114 | 275 |
-- state kept, by name (all words and copies together) (netlist names) --
register   count
m3.m0.mid      4
m0.m0.mid      4
m2.m0.mid      4
m1.m0.mid      4
Power and IR drop assume default switching activity.

<file path="/design/flow/config.mk">
export PLATFORM = sky130hd
export DESIGN_NAME = ps2_keyboard_driver
export DESIGN_NICKNAME = ps2_keyboard_driver
export VERILOG_FILES = /design/flow/design.v
export SDC_FILE = /design/flow/constraint.sdc
export NUM_CORES = 4
export LEC_CHECK = 1
export CORE_AREA = 10 10 110 110
export DIE_AREA = 0 0 120 120
</file>
<file path="/design/flow/design.v">
`timescale 1ns / 1ps
module ps2_keyboard_driver(
    input clk,
    input rst_n,
    input ps2k_clk,
    input ps2k_data,
    output reg done,
	 output reg rls_out, 
	 output reg xpd_out, 
    output reg [7:0] data);
    reg [2:0] signals=3'd0; 
    reg [3:0] byte_pointer;
    reg [9:0] buffer;
    wire starting;
	 reg release_pressN;
    reg expand;
    always@(posedge clk)begin
        signals<={signals[1:0],ps2k_clk};
    end
    assign starting= signals[2] & ~signals[1];
    always@(posedge clk)begin
        if(~rst_n)begin 
            byte_pointer<=4'h0;
				release_pressN<=0;
				expand<=0;
        end
        else begin
            if(starting)begin
                if(byte_pointer==4'd10)begin 
                    if(!buffer[0] && (^buffer[9:1]) && ps2k_data)begin  
                        if(buffer[8:1]==8'hf0) release_pressN<=1'b1; 
                        else if(buffer[8:1]==8'he0) expand<=1'b1; 
                        else begin 
									 rls_out<=release_pressN;
									 xpd_out<=expand;
									 release_pressN<=0;
									 expand<=0;
                            done<=1'b1;
                            data<=buffer[8:1];
                        end
                    end
                    buffer<=4'd0;
						  byte_pointer<=4'h0;
                end
                else begin
                    done<=1'b0;
                    buffer[byte_pointer]<=ps2k_data;
                    byte_pointer<=byte_pointer+4'h1;
                end
            end
        end
    end
endmodule
</file>
<file path="/design/flow/constraint.sdc">
current_design ps2_keyboard_driver

set clk_period 5.7
set clk_io_pct 0.2

create_clock -name clk0 -period $clk_period [get_ports {clk}]

set non_clock_inputs [all_inputs -no_clocks]
set_input_delay [expr $clk_period * $clk_io_pct] -clock clk0 $non_clock_inputs
set_output_delay [expr $clk_period * $clk_io_pct] -clock clk0 [all_outputs]
</file>
<file path="/design/flow/run.sh">
#!/bin/bash
# OpenROAD 26Q1-2900-gdf79404cd8, Yosys 0.63+post, stock flow scripts
make -C /OpenROAD-flow-scripts/flow DESIGN_CONFIG=/design/flow/config.mk WORK_HOME=/design/flow/orfs finish
</file>
==> Slide: Implementation Results <==
Synthesis and Place & Route Summary

STA
  • TNS Setup: 0 ns
  • Hold slack final: 0.330 ns
  • Skew final: 0.00663 ns
  • Final slew viol count: 0
  • Final Cycle Share: 56.3%
  • Tmin final: 3.21 ns
  • Final setup vio count: 0
  • Final hold vios: 0
  • Actual slew at the worst max-slew pin: 0.786 ns
  • Unrepaired setup endpoints after global routing: no
  • Fmax: 311 MHz
  • Rel. slew slack: 47.5%

Power and ir drop
  • Pleak: 0.711 nW
  • PwrDens: 253 mW/mm^2
  • Peak supply drop: 116 uV
  • Switching share of power: 19.7%
  • Reg power frac: 49.0%
  • Int Pwr: 0.394 mW
  • Clock Power Share: 43.9%
  • Net switching power figure: 0.0966 mW
  • Combinational fraction of design power: 7.1%

Finish
  • Most frequent logic cell in the layout: edfxtp_1
  • Layout Utilization: 19.8%
  • P&R area growth vs syn: 27.3%
  • Layout cells sized above 1: 6.41%
  • Most frequent cells in the layout: edfxtp_1, nand2_1, clkdlybuf4s50_1
  • Cell area after layout: 0.00194 sq mm
  • Final Non-Filler Cells: 289

Floorplan
  • Core area: 0.00977 sq mm
  • Die width: 120 um
  • Die Footprint: 0.0144 sq mm
  • Cell Rows: 36
  • Die Height: 120 um
  • FP Core Util: 15.6%
  • # IOs: 15

Detailed routing
  • DRC: 0
  • WL/cell: 10.3 um
  • Final WL: 2990 um
  • Violation tally from detailed-route iteration zero: 31
  • Antenna cells: 0
  • ANT nets after route: 0
  • Via Count: 1066
  • Vias per cell: 3.69
  • DRT Pass-1 Iters: 4

Clock tree
  • Cts hold-fix bufs: 0
  • Clock-pin slew on the worst setup and hold paths: 0.06 ns
  • # Post-CTS Setup Buffers: 0
  • Clock sinks: 30
  • Post-cts sizing count: 0
  • Root buffer cell: clkbuf_8
  • Inserted Clock Buffers: 5
  • Clk buf depth: 2
  • Clk latency late pin: 0.28 ns
  • CTS tree: yes
  • CTS H-Tree Depth: 2

Worst setup path
  • CP startpoint kind: primary input
  • WP data arrival: 3.12 ns
  • Critical Path, Cell by Cell: clkdlybuf4s50_1 > and2_1 > nand4_1 > nor2b_1
  • CP delay by family, top: simple AND/OR/NAND/NOR gates
  • Crit Path Class: primary input to flip-flop
  • Worst path slowest cell: nor2b_1
  • Buffers and inverters on the worst path: 1
  • Critical Path RT: 5.61 ns
  • Crit path max fanout: 12
  • Worst path max stage delay: 0.67 ns
  • CP Capture Type: flip-flop

Global route
  • Grt ovf: 0
  • Antenna violations before repair: 0
  • Largest net degree at the start of global routing: 15
  • M3 GR Usage: 2.09%
  • Number of global-route vias before repair: 995
  • Met2 Resource Use GR: 5.54%
  • Most Crowded Layer GR: met1
  • Global-route wire length before repair: 5000 um
  • GRT Util Overall: 4.19%
  • GR Util met1: 6.23%

Placement
  • DP HPWL: 2290 um
  • Post-Place Cells: 281
  • GP Congestion: 0.787
  • Port bufs: 14
  • Area of placed instances: 0.00182 sq mm

Synthesis
  • Avg Synthesized Cell Area: 11.2 sq um
  • Mapped Cells: 136
  • Mapped Area: 0.00152 sq mm
  • Synth flops: 30
  • Synth warn: 1
  • Synth cell types: 32
  • Synth Seq Share: 53.3%
  • Cell count in the Yosys report: 136
  • Synthesis area per yosys: 0.00152 sq mm

Run
  • Tool warnings: 31
  • Maximum Capacitance Violations: 0

Status
  • Status: finished, final reports clean

Worst hold path
  • Min-delay worst type: flip-flop to flip-flop
==> cells in the mapped netlist <==
cell	number	area share, %
nand4_1	2	0.82
xnor2_2	2	2.1
dfxtp_1	9	12
ha_1	11	9.0
o21ai_1	4	1.3
or3_1	1	0.41
o21ai_0	2	0.66
a32o_1	7	4.6
nand3b_1	1	0.49
nor3b_1	2	0.99
o211a_1	1	0.66
o21a_1	2	0.99
nor4b_1	1	0.58
and3_1	1	0.41
and2_1	2	0.82
nor2b_1	3	1.2
a21oi_1	4	1.3
nand2_1	19	4.7
a21boi_1	3	1.5
inv_2	1	0.25
nand2b_1	3	1.2
o22ai_1	1	0.41
nand3_1	7	2.3
mux2i_1	4	2.6
or2_1	1	0.41
edfxtp_1	21	41
clkbuf_1	2	0.49
nor2_1	8	2.0
nor3_1	2	0.66
xnor3_1	1	1.5
inv_1	7	1.7
and2b_1	1	0.49
==> sequential cells by signal (all words and copies together), names as in the netlist <==
signal,count
buffer,10
byte_pointer,4
data,8
done,1
expand,1
release_pressN,1
rls_out,1
signals,3
xpd_out,1
==> worst register-to-register path: stages, from the launching register on <==
cell and delay (ns):
dfxtp_1 0.42, inv_1 0.24, ha_1 0.18, nand3b_1 0.41, inv_2 0.28, nand4_1 0.17, nor2b_1 0.67
==> cells by family (layout without fill, tap and decap cells) <==
group | Yosys count | in the layout | synth area share [%]
xor gates and xnor gates | 3 | 3 | 3.62
DFF | 30 | 30 | 53.3
buffers and inverters | 10 | 30 | 2.47
and+or+nand+nor | 54 | 54 | 17.5
muxes | 4 | 4 | 2.63
adders and majority gates | 11 | 11 | 9.05
AOI/OAI and AO/OA | 24 | 24 | 11.4
==> routing by layer <==
| layer | up-vias | share of wire [%] |
|---|---|---|
| li1 | 530 | - |
| met1 | 496 | 51 |
| met2 | 38 | 40 |
| met3 | 2 | 9.0 |
| met4 | 0 | 0.23 |
| met5 | - | 0 |
==> per-stage QoR <==
step | total power [mW] | worst slack (ns)
after floorplan | 0.269 | 3.13
after global placement | 0.279 | 2.21
after detailed placement | 0.279 | 2.18
after CTS | 0.494 | 2.46
after global routing | 0.507 | 2.24
final | 0.491 | 2.49
==> power by group through the flow <==
stage | sequential [mW] | combinational [mW] | clock, mW
4_1_cts | 0.241 | 0.0345 | 0.219
6_report | 0.241 | 0.0346 | 0.216
5_1_grt | 0.241 | 0.0385 | 0.228
==> area by class of cell <==
type | instances | area (sq um)
multi-input combinational | 96 | 673
inverter | 8 | 30.0
clock buffer | 7 | 86.3
sequential | 30 | 811
tap | 133 | 166
timing repair buffer | 14 | 140
clock inverter | 1 | 30.0
fill | 1061 | 7840
==> path summary, 6_finish.rpt <==
kind,startpoint,endpoint,slack [ns],cells past startpoint
worst max-delay path,rst_n,rls_out$_DFFE_PP_,2.49,4
worst max register to register,byte_pointer[0]$_SDFFE_PN0P_,rls_out$_DFFE_PP_,2.96,6
worst min-delay path,signals[0]$_DFF_P_,signals[1]$_DFF_P_,0.33,0
worst min register to register,signals[0]$_DFF_P_,signals[1]$_DFF_P_,0.33,0
No activity file was given, so power comes from the tool's default toggle rates.
